==> flow/design.v <==
module spi_master_control (
    output reg        spi_end,
    output reg        SPI_CLK,
    output reg [31:0] spi_idata,
    output reg        SPI_MO,
    input             spi_start,
    input       [3:0] spi_len,
    input       [3:0] spi_period,
    input             SPI_MI,
    input             spi_loop,
    input      [31:0] spi_odata,
    input             clk
);
reg  [3:0] count_period = 4'd0;
reg  [5:0] count_bit = 6'd0;
reg        spi_mo_t = 1'd0;
reg        spi_mi_t = 1'd0;
parameter
IDLE = 3'd0,
START = 3'd1,
NEG = 3'd2,
POS = 3'd3,
WAIT = 3'd4;
reg  [2:0] state, nextstate;
always @(posedge clk)
if (!spi_start)
    state <= IDLE;
else
    state <= nextstate;
reg  [3:0] nx_count_period = 4'd0;
reg  [5:0] nx_count_bit = 6'd0;
reg [31:0] nx_spi_idata = 32'd0;
reg        nx_spi_mo_t = 1'd0;
always @* begin
    nextstate = state;
    nx_count_period = 4'd0;
    nx_count_bit = count_bit;
    nx_spi_idata = spi_idata;
    nx_spi_mo_t = spi_mo_t;
    case (state)
        IDLE :
            if(spi_start) begin
                nextstate = START;
            end
        START :
            if(spi_start) begin
                nextstate = POS;
                nx_count_period = spi_period;
                nx_count_bit = 0;
            end
            else begin
                nextstate = IDLE;
            end
        NEG :
            if(count_period == spi_period) begin
                nextstate = POS;
                nx_count_bit = count_bit + 1'b1;
                nx_spi_idata = {spi_idata[30:0], spi_loop ? spi_mo_t : spi_mi_t};
            end
            else begin
                nextstate = NEG;
                nx_count_period = count_period + 1'b1;
            end
        POS :
            if(count_period != spi_period) begin
                nextstate = POS;
                nx_count_period = count_period + 1'b1;
            end
            else if((spi_len == 4'hf) ? (count_bit >= 32) : (count_bit > spi_len)) begin
                nextstate = WAIT;
            end
            else begin
                nextstate = NEG;
                nx_spi_mo_t = spi_odata[6'd31 - count_bit];
            end
        WAIT :
            if(!spi_start) begin
                nextstate = IDLE;
            end
        default : nextstate = IDLE;
    endcase
end
always @(posedge clk)
begin
    SPI_MO <= spi_mo_t;
    spi_mi_t <= SPI_MI;
    count_period <= nx_count_period;
    count_bit <= nx_count_bit;
    spi_idata <= nx_spi_idata;
    spi_mo_t <= nx_spi_mo_t;
    SPI_CLK <= 1'b1;
    spi_end <= 1'd0;
    case (state)
        NEG : begin
            SPI_CLK <= 1'b0;
        end
        WAIT : begin
            spi_end <= 1'b1;
        end
    endcase
end
endmodule  
==> flow/run.sh <==
#!/bin/bash
# OpenROAD 26Q1-2900-gdf79404cd8, Yosys 0.63+post, stock flow scripts
make -C /OpenROAD-flow-scripts/flow DESIGN_CONFIG=/design/flow/config.mk WORK_HOME=/design/flow/orfs finish
==> flow/config.mk <==
export PLATFORM = sky130hd
export DESIGN_NAME = spi_master_control
export DESIGN_NICKNAME = spi_master_control
export VERILOG_FILES = /design/flow/design.v
export SDC_FILE = /design/flow/constraint.sdc
export NUM_CORES = 4
export LEC_CHECK = 1
export CORE_UTILIZATION = 30
==> flow/constraint.sdc <==
current_design spi_master_control

set clk_period 4.3
set clk_io_pct 0.2

create_clock -name clk0 -period $clk_period [get_ports {clk}]

set non_clock_inputs [all_inputs -no_clocks]
set_input_delay [expr $clk_period * $clk_io_pct] -clock clk0 $non_clock_inputs
set_output_delay [expr $clk_period * $clk_io_pct] -clock clk0 [all_outputs]
==> impl_metrics.csv <==
group,metric,value,unit
clock_network,cts_root_buffer,"clkbuf_8",
global_route,overflow,0,
floorplanning,die_height,87.51,µm
final_timing,slew_headroom,59.70,%
clock_network,cts_sinks,52,
final_timing,clock_skew,0.003910,ns
global_route,grt_pass1_vias,1357,
setup_path,critPathKind,"input port to register",
logic_synthesis,synthCells,145,
drt,viasPerCell,4.322,
power_and_ir_drop,p_leak,1.138,nW
final_timing,max_freq,0.3832,GHz
place,port_buffers,78,
logic_synthesis,ys_area,2193,µm²
logic_synthesis,top_cells_by_area,"edfxtp_1 (53%), dfxtp_1 (12%), mux4_1 (6.0%)",
floorplanning,core,6944,µm²
setup_path,crit_required,4.32,ns
hold_path,min_path_type,"register to register",
setup_path,crit_fanout,3,
run_status,outcome,"finished clean",
run,log.warning_count,27,
floorplanning,pin_count,79,
setup_path,crit_arrival,2.63,ns
run,cap_viol_max_count,0,
drt,drtAntennaViolNets,0,
drt,detail_route.first_pass.iterations,3,
final_timing,rsz0062_at_grt,"false",
logic_synthesis,async_flop_share,0,%
clock_network,cts_buffers,5,
final_timing,final-hold-violation-count,0,
logic_synthesis,yosys_most_used_dff,"edfxtp_1",
power_and_ir_drop,p_per_area,283.3,nW/µm²
place,hpwl,2921,µm
clock_network,clock_latency,0.29,ns
clock_network,h-tree-depth,2,
place,preCtsSetupSlack,1.377,ns
clock_network,cts_setup_buffers,0,
logic_synthesis,top_cell_area_share,53.39,%
final_timing,drv_slew,0,
global_route,grt_util_all_layers,11.20,%
logic_synthesis,ys_seq_elements,52,
logic_synthesis,syn_avg_cell_area,15.13,µm²
cells_and_area,fin_util,45.60,%
logic_synthesis,synth_cell_types,30,
logic_synthesis,ys_seq_share,65.26,%
clock_network,cts_tree,"yes",
logic_synthesis,yosys_warnings,1,
final_timing,finalHoldWorstSlack,0.3676,ns
final_timing,tns,0,ns
floorplanning,die_area,7657,µm²
final_timing,tightest_slew,0.6045,ns
floorplanning,rows,30,
drt,drc_errors,0,
floorplanning,die_w,87.51,µm
clock_network,cts_buffer_depth,2,
setup_path,end_kind,"register",
place,routabilityCongestion,0.7658,
final_timing,finalSetupViolCount,0,
setup_path,cp-start-kind,"input port",
clock_network,post_cts_resized,0,
logic_synthesis,yosysTopAreaCell,"edfxtp_1",
final_timing,layout_min_cycle_time,2.610,ns
drt,drtIter0Drc,29,
global_route,grt_pass1_wl,6430,µm
logic_synthesis,syn-cell-area,2193,µm²
logic_synthesis,synth-edff-count,39,
power_and_ir_drop,ir_drop,0.1570,mV
clock_network,path_clk_slew,0.09,ns
drt,routedWlPerCell,12.09,µm
final_timing,finalClockPeriodUsage,60.69,%
logic_synthesis,ys_cells,145,
drt,vias,1396,
drt,finalWirelength,3905,µm
final_timing,fin_ws,1.690,ns
clock_network,cts_hold_buffers,0,
global_route,antenna_found_initial,0,
drt,num_antenna_cells,0,
cells_and_area,syn2layout_area_growth,44.38,%
global_route,grt_max_degree,34,
cells_and_area,drive_gt1_share,7.048,%
floorplanning,initCoreUtil,31.59,%
cell families after synthesis:
logic type      Yosys count  synth area share [%]
simple gates             31                 7.530
mux                      12                 11.01
compound gates           18                 5.306
fa+ha+maj                 7                 3.993
xor+xnor                 10                 3.993
buf+inv                  15                 2.909
flops                    52                 65.26
power breakdown:
group | internal, mW | switching, mW | total [mW]
combinational | 0.0554 | 0.0240 | 0.0794
sequential | 0.539 | 0.00874 | 0.548
clock | 0.117 | 0.153 | 0.270
total | 0.711 | 0.186 | 0.897
worst paths after layout:
kind	depth (start not counted)	to	start	slack [ns]
setup / recovery	7	spi_mo_t	spi_len[3]	1.69
hold / removal	0	spi_end	state[1]	0.37
setup reg to reg	4	spi_mo_t	count_bit[0]	1.97
hold reg to reg	0	spi_end	state[1]	0.37
placed cells by master (no fill, tap or decap), types with 3 or more instances in the layout:
| master | n |
|---|---|
| clkbuf_8 | 5 |
| xor2_1 | 7 |
| mux4_2 | 3 |
| nand2_1 | 4 |
| inv_1 | 9 |
| o21ai_1 | 7 |
| nor3_1 | 3 |
| edfxtp_1 | 39 |
| nand3_1 | 8 |
| clkdlybuf4s50_1 | 78 |
| and2_1 | 3 |
| nor2_1 | 8 |
| a21oi_1 | 3 |
| dfxtp_1 | 13 |
| ha_1 | 7 |
| mux4_1 | 5 |
| xnor2_1 | 3 |
final cells by class:
type,count,area (µm²)
multi-input cells,78,698.2
clock buffers,5,68.82
inverters,10,37.54
clock inverters,3,22.52
fillers,614,3777
repair buffers,79,788.3
flip-flops and latches,52,1431
well taps,96,120.1
stage by stage:
step | std cells | instance area [µm²] | total power [mW]
after floorplan | 145 | 2193 | 0.5927
after global placement | 315 | 3075 | 0.6391
after detailed placement | 315 | 3075 | 0.6397
after CTS | 323 | 3167 | 0.9099
after global routing | 323 | 3167 | 0.9394
final | 323 | 3167 | 0.8972
worst max-delay path: stages:
cell and delay, ns:
clkdlybuf4s50_1 0.46, inv_1 0.05, ha_1 0.30, a2111oi_0 0.37, o21ai_1 0.12, a22oi_1 0.27
and3_1 0.20
sequential cells by signal (all words and copies together) (netlist names), 4 cells and up:
| signal | cells |
|---|---|
| spi_idata | 32 |
| count_bit | 6 |
| state | 5 |
| count_period | 4 |
metal layers:
metal	routed length [µm]	vias up	part of all wire, %	track usage (%)
li1	-	704	-	-
met1	1895	647	49	18.69
met2	1796	43	46	16.76
met3	201	2	5.1	2.308
met4	12	0	0.31	0.8942
met5	0	-	0	0
synth_stat cells (all sizes together), types with 2 or more instances:
library cell  instances
a2111oi               2
a21oi                 3
and2                  3
and3                  2
clkbuf                4
dfxtp                13
edfxtp               39
ha                    7
inv                  10
mux2                  2
mux2i                 2
mux4                  8
nand2                 4
nand3                 8
nor2                  8
nor2b                 2
nor3                  3
o21ai                 7
xnor2                 3
xor2                  7
Power figures rest on the tool's default switching activity, not on a simulated workload.
