==> run.sh <==
#!/bin/bash
# OpenROAD 26Q1-2900-gdf79404cd8, Yosys 0.63+post, stock flow scripts
make -C /OpenROAD-flow-scripts/flow DESIGN_CONFIG=/design/flow/config.mk WORK_HOME=/design/flow/orfs finish
==> config.mk <==
export PLATFORM = sky130hd
export DESIGN_NAME = hold_1
export DESIGN_NICKNAME = hold_1
export VERILOG_FILES = /design/flow/design.v
export SDC_FILE = /design/flow/constraint.sdc
export NUM_CORES = 4
export LEC_CHECK = 1
export CORE_AREA = 10 10 70 70
export DIE_AREA = 0 0 80 80
==> constraint.sdc <==
current_design hold_1

set clk_period 1.9
set clk_io_pct 0.2

create_clock -name clk0 -period $clk_period [get_ports {clk}]

set non_clock_inputs [all_inputs -no_clocks]
set_input_delay [expr $clk_period * $clk_io_pct] -clock clk0 $non_clock_inputs
set_output_delay [expr $clk_period * $clk_io_pct] -clock clk0 [all_outputs]
==> design.v <==
module hold_1 (
    output reg        f,
    output reg        g,
    input             clk,
    input             rst_n
);
reg  [3:0] cnt = 4'd0;
parameter
IDLE = 2'd0,
RUN = 2'd1,
LAST = 2'd2;
reg  [1:0] state, nextstate;
always @(posedge clk, negedge rst_n)
if (!rst_n)
    state <= IDLE;
else
    state <= nextstate;
reg        nx_g = 1'd0;
always @* begin
    nextstate = state;
    nx_g = g;
    case (state)
        IDLE :
            begin
                nextstate = RUN;
                nx_g = 1;
            end
        RUN :
            if(cnt < 5) begin
                nextstate = RUN;
            end
            else begin
                nextstate = LAST;
            end
        LAST :
            begin
                nextstate = IDLE;
                nx_g = 0;
            end
        default : nextstate = IDLE;
    endcase
end
always @(posedge clk, negedge rst_n)
if (!rst_n) begin
    cnt <= 4'd0;
    g <= 1'd0;
    f <= 1'd0;
end
else begin
    g <= nx_g;
    cnt <= 4'd0;
    case (state)
        RUN : begin
            cnt <= cnt + 1'b1;
        end
        LAST : begin
            f <= ~f;
        end
    endcase
end
endmodule  
==> run notes <==
The final critical delay including setup and external delays is 1.46 ns. After synthesis the cells add up to 359 µm². The critical path buffer and inverter count was 1; the post-synth area from yosys stat was 359 µm². The floorplan step records an initial core utilization of 10.5%. The number of setup buffers added after CTS is 0.

TritonCTS built the clock tree. The count of synthesis-stage warnings from yosys was 1. The final count of hold timing violations was 0; the cell count after placement was 78.

The number of gates resized after CTS was 0. The layout-stage area growth over the synthesis result is 31.7%. The run gives 0.215 nW as the leakage power figure. Final period utilization: 77.0%. The worst setup path is captured at an output port. Counting the buffers created by CTS gives 3.

Across all hold checks on the routed design, the worst slack comes to 0.408 ns. The total congestion overflow after global routing came out at 0. Setup slack closes at 0.437 ns.

For this run, design rule violations remaining after detail routing come to 0. The logs give 578 µm for the wire length after detailed routing and 683 MHz for the upper clock frequency limit. In the global route stage, overall resource usage came out at 2.19%. On the critical path the data arrives at 1.08 ns.

Setup repair after global routing left no endpoint under its margin. The met3 wirelength from detailed routing was 91 µm. With the final routed wire length divided by cell count at 7.05 µm, the number of global-route vias before repair is 246. For this run, the register share of the synthesized area comes to 63.1%.

The area of the core is 3420 µm², and the number of fill cells in the layout is 391. Total of max-cap violations: 0. The horizontal die size is 80 µm, and the number of sinks driven by the clock tree is 9.

The clock slew seen by the registers of the worst setup and hold paths was 0.05 ns. Across the routed clock network, the largest skew measured is 0.000352 ns. The number of cells on the worst reg-to-reg path was 4; the wire length on met2 was 214 µm. The worst pin sits at a relative slew slack of 74.8%.

The gate count of the mapped netlist was 29; the number of synthesized register bits was 9. Largest buffer count on any clock path: 2. Port buffering added 3 buffers. For this design the ratio of total power to cell area is 715 nW/µm². In this run the worst hold path is classified as input pin to asynchronous set/reset pin. The pin closest to its max-slew limit shows a slew of 0.377 ns.

The run gives 29 for the yosys stat cell total. The largest individual stage delay along the critical path comes from the cell clkdlybuf4s50_1. The cell family contributing the most delay on the critical path is buffers and inverters.

Depth of the CTS H-tree: 1. Excluding fillers, the count of instances in the completed layout stands at 82. The clock latency at the later pin of the worst-skew pair came out at 0.25 ns. Final setup TNS: 0 ns. Across the VDD grid, the largest voltage drop is 261 µV. STA classifies the critical path startpoint as a flip-flop.

For reference, the critical path cell chain is clkdlybuf4s50_1. The final report lists the setup-violating endpoint count as 0. The number of top-level pins is 4. The flow ran to the end, and the final reports show no timing, DRC or antenna violations.

The setup path with the least slack is of type flip-flop to output port. With the fraction of layout cells with a size suffix above 1 at 19.4%, the number of pins with negative max-slew slack in the final report is 0. The tools report the tally of unique sky130hd cells used after synthesis as 16. The number of vias per cell after detailed routing was 2.57.

In the per-layer summary, the met1 wirelength comes to 272 µm. The congestion estimate from routability-driven global placement came to 0.718. The OpenROAD warning count was 26. Number of DRC violations after detailed-routing iteration 0: 5. The initial antenna violation count is 0, and the wire length of the first global-routing pass is 1050 µm. The timing report gives the biggest stage delay along the critical path as 0.47 ns. Averaged over all synthesized cells, the footprint is 12.4 µm². For the worst setup timing slack at the placement stage, the log shows 0.705 ns. The highest metal layer carrying signal wires in the routed design is met3.

With the number of iterations in the first detailed-routing pass at 2, the worst endpoint required time is 1.52 ns. The report puts the hold buffer count at CTS at 0. The run gives 10 as the maximum number of pins on one net before global-route repair.

In the routed netlist, the antenna diode instances number 0. According to the dpl log, the detail-placed design has an HPWL of 454 µm. The run gives 13.8% for the post-route core utilization.

The total die size came out at 6400 µm². Looking at the critical path, the highest net fanout was 2. The die is 80 µm tall. The number of core rows is 21.

Clock root buffer: clkbuf_4. The total number of cells along the worst setup path is 1, and the number of routed nets with antenna violations is 0. The via count was 211.
metal layers:
layer	vias to the layer above	track usage, %
met5	-	0
met4	0	0.176
met3	0	2.39
met2	7	2.73
met1	98	2.58
li1	106	-
placed cells by master, fill, tap and decap left out:
| cell | Yosys | layout |
|---|---|---|
| nand2_1 | 1 | 1 |
| clkbuf_4 | 0 | 3 |
| mux2i_1 | 1 | 1 |
| o21a_1 | 1 | 1 |
| and2_2 | 1 | 1 |
| ha_1 | 2 | 2 |
| inv_1 | 3 | 3 |
| and2b_1 | 1 | 1 |
| o31ai_2 | 1 | 1 |
| xnor2_1 | 1 | 1 |
| inv_2 | 1 | 1 |
| nand2b_1 | 1 | 1 |
| clkbuf_1 | 0 | 1 |
| nor2_1 | 4 | 4 |
| dfstp_2 | 1 | 1 |
| dfrtp_1 | 8 | 8 |
| xor2_1 | 1 | 1 |
| clkdlybuf4s50_1 | 0 | 3 |
| nand3_1 | 1 | 1 |
final timing paths:
check                              start       end  slack [ns]
worst max-delay path                   f         f        0.44
worst min-delay path               rst_n         f        0.41
worst max register to register    cnt[0]  state[1]        0.80
worst min register to register  state[1]  state[0]        0.42
max in group asynchronous          rst_n  state[0]        1.18
min in group clk0               state[1]  state[0]        0.42
cells in the mapped netlist:
cell type	number	area, µm²
o21a_1	1	7.51
and2b_1	1	7.51
and2_2	1	7.51
nor2_1	4	15.0
nand2b_1	1	6.26
xnor2_1	1	8.76
ha_1	2	25.0
inv_2	1	3.75
dfrtp_1	8	200
dfstp_2	1	26.3
nand2_1	1	3.75
mux2i_1	1	10.0
nand3_1	1	5.00
inv_1	3	11.3
o31ai_2	1	12.5
xor2_1	1	8.76
cell type report:
class,instances,area [µm²],area share (%)
multi-input cells,16,118,24.9
repair buffers,3,30.0,6.35
flip-flops and latches,9,226,47.9
well taps,46,57.6,12.2
clock buffers,4,26.3,5.56
inverters,4,15.0,3.17
per-stage QoR:
stage,area [µm²],total power [mW]
final,473,0.338
after global routing,473,0.367
after CTS,473,0.344
after detailed placement,447,0.201
after global placement,447,0.200
after floorplan,359,0.195
power breakdown:
group / internal, mW / switching, mW / total, mW
logic: 0.00182 / 0.00330 / 0.00512
registers: 0.192 / 0 / 0.192
clock network: 0.0805 / 0.0608 / 0.141
logic make-up after synthesis:
group	share of synthesized area (%)
flops	63.1
buf+inv	4.18
fa+ha+maj	6.97
xor+xnor	4.88
mux	2.79
compound gates	5.58
simple gates	12.5
flip-flops by register name (all words and copies together), names as in the netlist:
signal and cells:
state 3, f 1, cnt 4, g 1
No activity file was given, so power comes from the tool's default toggle rates.
